**/design/flow/config.mk**
```make
export PLATFORM = sky130hd
export DESIGN_NAME = lab3part3
export DESIGN_NICKNAME = lab3part3
export VERILOG_FILES = /design/flow/design.v
export SDC_FILE = /design/flow/constraint.sdc
export NUM_CORES = 4
export LEC_CHECK = 1
export CORE_UTILIZATION = 40
```
**/design/flow/constraint.sdc**
```tcl
current_design lab3part3

set clk_period 8.0
set clk_io_pct 0.2

create_clock -name clk0 -period $clk_period [get_ports {CLOCK_50}]

set non_clock_inputs [all_inputs -no_clocks]
set_input_delay [expr $clk_period * $clk_io_pct] -clock clk0 $non_clock_inputs
set_output_delay [expr $clk_period * $clk_io_pct] -clock clk0 [all_outputs]
```
**/design/flow/design.v**
```verilog
module clock_div (clk_in, clkscale, clk_out);
    input clk_in;
    input [31:0] clkscale;
    output reg clk_out;
    reg [31:0] clkq = 0;
    always @ (posedge clk_in) begin
   	 clkq = clkq + 1;
   	 if (clkq == clkscale) begin
   		 clk_out = ~clk_out;
   		 clkq = 0;
   	 end
    end
endmodule
module counter8new (en, clear, clk, Q);
    input en, clear, clk;
    output reg [7:0] Q;
    always @(posedge clk or negedge clear) begin
   	 if (!clear)
   		 Q <= 0;
   	 else if (en) begin
   		 Q <= Q + 1;
   	 end
    end
endmodule
module hex2seg7 (bin, seg7);
    input [3:0] bin;
    output reg [6:0] seg7;
    always @ (*) begin
   	 case (bin)
   		 4'b0000 : seg7 = 7'b1000000;  
   		 4'b0001 : seg7 = 7'b1111001;  
   		 4'b0010 : seg7 = 7'b0100100;  
   		 4'b0011 : seg7 = 7'b0110000;  
   		 4'b0100 : seg7 = 7'b0011001;  
   		 4'b0101 : seg7 = 7'b0010010;  
   		 4'b0110 : seg7 = 7'b0000010;  
   		 4'b0111 : seg7 = 7'b1111000;  
   		 4'b1000 : seg7 = 7'b0000000;  
   		 4'b1001 : seg7 = 7'b0010000;  
   		 4'b1010 : seg7 = 7'b0001000;  
   		 4'b1011 : seg7 = 7'b0000011;  
   		 4'b1100 : seg7 = 7'b1000110;  
   		 4'b1101 : seg7 = 7'b0100001;  
   		 4'b1110 : seg7 = 7'b0000110;  
   		 4'b1111 : seg7 = 7'b0001110;  
   		 default : seg7 = 7'b1111111;  
   	 endcase
    end
endmodule
module lab3part3 (SW, CLOCK_50, LEDR, HEX1, HEX0);
    input [1:0] SW;  
    input CLOCK_50;  
    output [7:0] LEDR;  
    output [6:0] HEX1, HEX0;  
    wire clk1Hz;
    wire [7:0] Q;
    assign LEDR = Q;
    clock_div V0 (CLOCK_50, 25_000_000, clk1Hz);
    counter8new U0 (SW[1], SW[0], clk1Hz, Q);
    hex2seg7 H0 (Q[3:0], HEX0);
    hex2seg7 H1 (Q[7:4], HEX1);
endmodule
```
**/design/flow/run.sh**
```bash
#!/bin/bash
# OpenROAD 26Q1-2900-gdf79404cd8, Yosys 0.63+post, stock flow scripts
make -C /OpenROAD-flow-scripts/flow DESIGN_CONFIG=/design/flow/config.mk WORK_HOME=/design/flow/orfs finish
```
==> results.py <==
# Synthesis and PnR figures
metrics = {
    "floorplanning": {
        "die-area_um2": 6820,
        "core_area_um2": 6100,
        "die_x_um": 82.6,
        "fp-row-count": 28,
        "design.portCount": 25,
        "initial_utilization_pct": 42.6,
        "chipHeight_um": 82.6,
    },
    "job": {
        "maxCapViolations": 0,
        "stage_log_warnings": 35,
    },
    "power_and_ir_drop": {
        "powerDensity_nw_per_um2": 99.4,
        "vdd_ir_drop_max_v": 0.0000864,
        "fin_total_pwr_uw": 293,
        "cellLeakagePower_nw": 1.10,
    },
    "place": {
        "numPortBuffers": 24,
        "global_placement_routability_congestion": 0.888,
        "dp_hpwl_um": 3690,
    },
    "logic_synthesis": {
        "syn_area_per_cell_um2": 8.43,
        "yosysWarningCount": 3,
        "ys_cells": 308,
        "synthesis.area_um2": 2600,
        "yosys_most_used_dff": "sky130_fd_sc_hd__dfxtp_1",
        "enable_flop_cells": 1,
        "synth_flops": 41,
        "ys_chip_area_um2": 2600,
        "synthDistinctLibCells": 50,
        "fraction_of_synthesis_flops_using_an_asynchronous_set_or_reset_pin_pct": 19.5,
        "ys_seq_share_pct": 33.5,
        "synth_cells": 308,
    },
    "global_route": {
        "global_route.usage.total_pct": 16.0,
        "via_count_of_the_first_global_routing_pass": 1766,
        "pin_count_of_the_biggest_net_entering_global_routing": 19,
        "antenna_found_initial": 0,
        "grt_remaining_overflow": 0,
        "first_pass_grt_wire_length_um": 8270,
    },
    "sta": {
        "report.final.hold_viol_count": 0,
        "maxClockFrequency_mhz": 318,
        "fin_skew_ns": 0.00615,
        "setup_repair_after_global_routing_missed_its_margin": "false",
        "unclocked_regs": 8,
        "unconstrained_endpoints": 30,
        "fin_setup_tns_ns": 0,
        "finalCriticalPeriod_ns": 3.15,
        "worst_slew_margin_rel_pct": 49.5,
        "slew_viol_final": 0,
        "endpoints_failing_setup": 0,
        "min_period_over_period_pct": 39.3,
        "hold_slack_ns": 0.489,
        "worst_pin_slew_ns": 0.751,
    },
    "drt": {
        "via_per_instance_ratio": 5.48,
        "drt_first_iter_violations": 59,
        "detailedRoute.firstPassIterationCount": 5,
        "final_antenna_net_count": 0,
        "remaining_drc_errors": 0,
        "route.vias.total": 2174,
        "route.detailed.wl_per_inst_um": 12.8,
        "drt_wl_total_um": 5070,
        "diodes": 0,
    },
    "worst_hold_path": {
        "min-delay-path-class": "reg -> reg",
    },
    "clock_tree": {
        "cts.repair_timing.setup_buffer_count": 0,
        "h_tree_depth": 2,
        "cts-root-to-sink-buffers": 2,
        "cts_hold_repair.buffers": 0,
        "cts_tree": "yes",
        "cts.repair.resized": 0,
        "numCtsBuffers": 5,
        "clock_insertion_delay_worst_skew_ns": 0.28,
        "clock_root_buffer_master": "sky130_fd_sc_hd__clkbuf_8",
        "clkTransAtPathRegs_ns": 0.06,
    },
    "worst_setup_path": {
        "required_ns": 8.14,
        "worst_setup_path_start_kind": "register",
        "worstPathMaxFanout": 14,
        "cp-end-kind": "register",
        "worst-setup-path-type": "reg -> reg",
        "worstPathArrival_ns": 3.29,
    },
    "status": {
        "outcome": "complete, no violations",
    },
    "cells_and_area": {
        "most-common-layout-cells": "sky130_fd_sc_hd__dfxtp_1 (32), sky130_fd_sc_hd__nor2_1 (27), sky130_fd_sc_hd__clkdlybuf4s50_1 (24)",
        "final_core_utilization_pct": 48.3,
        "combGateArea_um2": 1590,
        "final_layout_top_logic_cell": "sky130_fd_sc_hd__dfxtp_1",
        "final-seq-area_um2": 871,
        "flow.area_growth_from_synthesis_pct": 13.3,
        "fraction_of_final_layout_cells_with_drive_strength_greater_than_1_pct": 5.28,
        "number_of_inserted_filler_cells_in_the_final_layout": 600,
    },
}
[state kept, by name (all words and copies together) (netlist names)]
| name | count |
|---|---|
| V0.clk_out | 1 |
| V0.clkq | 32 |
| U0.Q | 8 |
[area by class of cell]
class	instances	area share, %
multi-input combinational	234	54.0
sequential	41	29.6
timing repair buffer	25	8.41
tap	75	3.19
clock buffer	7	2.93
inverter	15	1.91
[path summary, 6_finish.rpt]
path	start	to	slack [ns]	depth (start not counted)
min reg2reg	V0.clkq[30]	V0.clkq[30]	0.49	1
max reg2reg	V0.clkq[0]	V0.clkq[6]	4.85	8
max	V0.clkq[0]	V0.clkq[6]	4.85	8
min	V0.clkq[30]	V0.clkq[30]	0.49	1
[synth_stat cells, types with 3 or more instances]
| master | n | area share (%) |
|---|---|---|
| sky130_fd_sc_hd__dfrtp_1 | 8 | 7.7 |
| sky130_fd_sc_hd__xnor2_1 | 22 | 7.4 |
| sky130_fd_sc_hd__a31oi_1 | 4 | 0.96 |
| sky130_fd_sc_hd__nor2b_1 | 8 | 1.9 |
| sky130_fd_sc_hd__ha_1 | 13 | 6.3 |
| sky130_fd_sc_hd__and3_1 | 6 | 1.4 |
| sky130_fd_sc_hd__nor3b_1 | 3 | 0.87 |
| sky130_fd_sc_hd__nor3_1 | 6 | 1.2 |
| sky130_fd_sc_hd__nand4_1 | 15 | 3.6 |
| sky130_fd_sc_hd__or3_1 | 3 | 0.72 |
| sky130_fd_sc_hd__nand2_1 | 20 | 2.9 |
| sky130_fd_sc_hd__nand3_1 | 21 | 4.0 |
| sky130_fd_sc_hd__dfxtp_1 | 32 | 25 |
| sky130_fd_sc_hd__and4_1 | 3 | 1.0 |
| sky130_fd_sc_hd__clkbuf_1 | 12 | 1.7 |
| sky130_fd_sc_hd__a21oi_1 | 12 | 2.3 |
| sky130_fd_sc_hd__nor4_1 | 6 | 1.4 |
| sky130_fd_sc_hd__o21ai_0 | 13 | 2.5 |
| sky130_fd_sc_hd__inv_1 | 15 | 2.2 |
| sky130_fd_sc_hd__buf_2 | 5 | 0.96 |
| sky130_fd_sc_hd__mux2i_1 | 10 | 3.9 |
| sky130_fd_sc_hd__xor2_1 | 13 | 4.4 |
| sky130_fd_sc_hd__nor2_1 | 27 | 3.9 |
[worst max-delay path, cell delays in order (launching register included)]
cell	delay (ns)
sky130_fd_sc_hd__dfxtp_1	0.43
sky130_fd_sc_hd__ha_1	0.27
sky130_fd_sc_hd__nand3_2	0.13
sky130_fd_sc_hd__nor4_1	0.70
sky130_fd_sc_hd__nand3_1	0.30
sky130_fd_sc_hd__nor4_1	0.24
sky130_fd_sc_hd__a21oi_1	0.14
sky130_fd_sc_hd__nor4_4	0.69
sky130_fd_sc_hd__nor2_1	0.11
[routing by layer]
layer | vias up | part of all wire (%) | GRT usage, %
met5 | - | 0 | 0
met4 | 0 | 0.83 | 2.93
met3 | 4 | 6.5 | 2.79
met2 | 69 | 43 | 24.0
met1 | 988 | 50 | 24.8
li1 | 1113 | - | -
[power breakdown]
group	switching (mW)	internal, mW	total (mW)
clock network	0.0571	0.0682	0.125
logic	0.00135	0.00110	0.00245
registers	0	0.165	0.165
[kinds of logic after synthesis]
group	synth area share, %
xor gates and xnor gates	11.8
DFF	33.5
buffers and inverters	5.30
and+or+nand+nor	28.7
AOI/OAI and AO/OA	9.73
adders and majority gates	6.26
muxes	4.72
[per-stage QoR]
| stage | instances | worst slack, ns | area, um2 |
|---|---|---|---|
| 2_1_floorplan | 308 | 5.32 | 2600 |
| 3_3_place_gp | 390 | 4.88 | 2860 |
| 3_5_place_dp | 390 | 4.81 | 2860 |
| 4_1_cts | 397 | 4.78 | 2940 |
| 5_1_grt | 397 | 4.39 | 2940 |
| 6_report | 397 | 4.85 | 2940 |
