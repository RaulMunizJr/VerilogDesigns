==> ./design.v <==
module clock_div (clk_in, clkscale, clk_out);
    input clk_in;
    input [31:0] clkscale;
    output reg clk_out;
    reg [31:0] clkq = 0;
    always @ (posedge clk_in) begin
   	 clkq = clkq + 1;
   	 if (clkq == clkscale) begin
   		 clk_out = ~clk_out;
   		 clkq = 0;
   	 end
    end
endmodule
module hex2seg7 (bin, seg7);
    input [3:0] bin;
    output reg [6:0] seg7;
    always @ (*) begin
   	 case (bin)
   		 4'b0000 : seg7 = 7'b1000000;  
   		 4'b0001 : seg7 = 7'b1111001;  
   		 4'b0010 : seg7 = 7'b0100100;  
   		 4'b0011 : seg7 = 7'b0110000;  
   		 4'b0100 : seg7 = 7'b0011001;  
   		 4'b0101 : seg7 = 7'b0010010;  
   		 4'b0110 : seg7 = 7'b0000010;  
   		 4'b0111 : seg7 = 7'b1111000;  
   		 4'b1000 : seg7 = 7'b0000000;  
   		 4'b1001 : seg7 = 7'b0010000;  
   		 4'b1010 : seg7 = 7'b0001000;  
   		 4'b1011 : seg7 = 7'b0000011;  
   		 4'b1100 : seg7 = 7'b1000110;  
   		 4'b1101 : seg7 = 7'b0100001;  
   		 4'b1110 : seg7 = 7'b0000110;  
   		 4'b1111 : seg7 = 7'b0001110;  
   		 default : seg7 = 7'b1111111;  
   	 endcase
    end
endmodule
module lab4part1 (CLOCK_50, SW, HEX0, HEX1, HEX2, HEX3, HEX4, HEX5, HEX6, HEX7);
	input CLOCK_50;  
	input [17:0] SW;
	output [6:0] HEX0, HEX1, HEX2, HEX3, HEX4, HEX5, HEX6, HEX7;
	wire clock_1Hz;
	reg [3:0] h1, h0, m1, m0, s1, s0;
	clock_div M0 (CLOCK_50, 25000000, clock_1Hz);  
	hex2seg7 hour1 (h1, HEX5);
	hex2seg7 hour0 (h0, HEX4);
	hex2seg7 minute1 (m1, HEX3);
	hex2seg7 minute0 (m0, HEX2);
	hex2seg7 second1 (s1, HEX1);
	hex2seg7 second0 (s0, HEX0);
	assign HEX6 = 7'b1111111;
	assign HEX7 = 7'b1111111;
	always @ (posedge clock_1Hz) begin
    	if (SW[17]) 
    	begin
        	h1 = SW[15:12];
        	h0 = SW[11:8];
        	m1 = SW[7:4];
        	m0 = SW[3:0];
        	s1 = 0;
        	s0 = 0;
    	end 
    	else
    	 begin
        	s0 = s0 + 1;
        	if (s0 == 10) begin
            	s1 = s1 + 1;
            	s0 = 0;
        	end
        	if (s1 == 6) begin
            	m0 = m0 + 1;
            	s1 = 0;
        	end
        	if (m0 == 10) begin
            	m1 = m1 + 1;
            	m0 = 0;
        	end
        	if (m1 == 6) begin
            	h0 = h0 + 1;
            	m1 = 0;
        	end
        	if (h0 == 10) begin
            	h1 = h1 + 1;
            	h0 = 0;
        	end
        	if (h1 == 2 && h0 == 4) begin
            	h1 = 0;
            	s0 = 0;
        	end
    	end
	end
endmodule
==> ./run.sh <==
#!/bin/bash
# OpenROAD 26Q1-2900-gdf79404cd8, Yosys 0.63+post, stock flow scripts
make -C /OpenROAD-flow-scripts/flow DESIGN_CONFIG=/design/flow/config.mk WORK_HOME=/design/flow/orfs finish
==> ./config.mk <==
export PLATFORM = sky130hd
export DESIGN_NAME = lab4part1
export DESIGN_NICKNAME = lab4part1
export VERILOG_FILES = /design/flow/design.v
export SDC_FILE = /design/flow/constraint.sdc
export NUM_CORES = 4
export LEC_CHECK = 1
export CORE_UTILIZATION = 30
==> ./constraint.sdc <==
current_design lab4part1

set clk_period 9.3
set clk_io_pct 0.2

create_clock -name clk0 -period $clk_period [get_ports {CLOCK_50}]

set non_clock_inputs [all_inputs -no_clocks]
set_input_delay [expr $clk_period * $clk_io_pct] -clock clk0 $non_clock_inputs
set_output_delay [expr $clk_period * $clk_io_pct] -clock clk0 [all_outputs]
==> Changelog: implementation <==
### Changed

* Worst-Skew Late Latency at 0.27 ns
* Post-route ant nets at 0
* Starting Density at 30.9%
* CP arrival at 3.84 ns
* Final Hold Fails at 0
* Hold WC Path Type: register to register
* Final setup violation count at 0
* I/O pin cnt at 75
* Mapped Cells at 627
* Cell area after synthesis at 0.00561 mm2
* Iteration-0 DRC count of the detailed router at 245
* Synth flops at 99
* FMAX at 0.272 GHz
* Slew @ Worst Pin at 0.850 ns
* Post-synth ARST share at 0%
* Most numerous logic cells after layout: dfxtp_1, clkdlybuf4s50_1, nand2_1, ha_1, nor2_1
* GPL Wtd Cong at 0.878
* Clock Skews at 0.00139 ns
* Routed vias/inst at 4.81
* Global-route wire length before repair at 18200 um
* Cells in synth_stat.txt at 627
* Total GRT Usage at 11.3%
* IO buf count at 59
* Total core area at 0.0181 mm2
* Share of cells above drive strength 1 at 5.33%
* PostCTS Resize Cnt at 0
* Vias in the first global route at 3942
* Total CTS buffers at 5
* Cts hold-fix bufs at 0
* Startpoint Class: register
* Total congestion overflow at 0
* Comb pwr share at 16.3%
* Worst VDD drop at 112 uV
* Period utilization at 39.5%
* Setup TNS Final at 0 ns
* Reg power frac at 37.4%
* Post-CTS setup buffers at 0
* Main synth FF type: dfxtp_1
* Endpoints left unconstrained at 108
* Tool warnings at 58
* Setup ws final at 5.62 ns
* DIE HEIGHT at 139 um
* Most instantiated logic cell after routing: dfxtp_1
* Sequential share of the synthesized area at 35.5%
* Logic area at 0.00333 mm2
* Distinct cells, synth at 77
* Pint at 0.000295 W
* CTS max path bufs at 2
* Crit end category: register
* PD cells at 59.0 mW/mm2
* Largest net degree at the start of global routing at 67
* YS warnings at 3
* Clock Pin Slew Worst Setup and Hold Paths at 0.05 ns
* Critical path class: register to register
* Worst Path Max Fanout at 9
* Max-Cap Viols at 0
* First-pass detailed-route iteration total at 24
* DP Wirelength at 8180 um
* CTS root buf: clkbuf_16
* Fin crit period at 3.68 ns
* WL final at 10800 um
* DP Worst Slack at 5.68 ns
* H-Tree Depth at 2
* Register pins left without a clock at 66
* Post-synth EDFFs at 1
* RSZ-0062 raised after global routing: false
* Worst rel slew slack at 41.7%
* CTS tree: yes
* # rows at 49
* YS chip area at 0.00561 mm2
* Status: finished clean
* Fin. max-slew vios at 0
* Drt drc at 0
* Syn-to-layout area delta at 16.4%
* Sw Pwr at 0.0000898 W
* Clock group share of total power at 46.3%
* Detailed-route via count at 4352
* Die Area at 0.0192 mm2
* Initial antenna violation count at 1
* Final Util at 36.0%
* Cell leakage power at 2.68 nW
* Synth Area per Inst at 8.95 um2
* Filler cells at 1873
* Routed len/inst at 11.9 um
* Switching share of power at 23.3%
* Flop area at 0.00199 mm2
* Die x size at 139 um
* Req. time, crit path at 9.46 ns
==> power by group through the flow <==
stage     Combinational [W]  Clock [W]  Sequential (W)
4_1_cts           0.0000636   0.000181        0.000144
5_1_grt           0.0000711   0.000187        0.000144
6_report          0.0000627   0.000178        0.000144
==> cells by family after synthesis <==
family / share of synthesized area [%]
other: 0.0669
muxes: 5.40
DFF: 35.5
and+or+nand+nor: 20.1
adders and majority gates: 10.0
xor gates and xnor gates: 7.81
AOI/OAI and AO/OA: 15.1
buffers and inverters: 5.93
==> routing by layer <==
layer	global-route usage, %	share of wire [%]	vias to the layer above
met3	1.69	3.9	10
li1	-	-	2273
met4	0.351	0.13	0
met1	15.9	48	2011
met5	0	0	-
met2	19.7	48	58
==> sequential cells by signal, summed over array words and instances, names as in the netlist, 7 cells and up <==
name     flops
HEX3         7
HEX5         7
HEX2         7
HEX0         7
HEX4         7
HEX1         7
M0.clkq     32
==> synth_stat cells, types with 4 or more instances <==
cell	instances	area, um2
a21boi_0	8	60.1
nand4_1	6	37.5
a21oi_1	18	90.1
ha_1	45	563
xnor2_1	29	254
inv_1	29	109
nand2b_1	9	56.3
o21ai_0	25	125
and2_1	5	31.3
buf_4	15	113
nand3_1	29	145
buf_2	4	20.0
o211ai_1	5	37.5
nand2_1	52	195
and3b_1	5	43.8
o22ai_1	13	81.3
mux2i_1	28	280
or3_1	4	25.0
nor2_1	44	165
xor2_1	21	184
or2_2	5	31.3
nor3b_1	4	30.0
clkbuf_1	14	52.6
a31oi_1	6	37.5
dfxtp_1	98	1960
nor3_1	17	85.1
o32ai_1	4	35.0
and3_1	14	87.6
==> worst paths after layout <==
path                                from                     end  slack (ns)  cells past startpoint
setup / recovery   M0.clkq[6]$_SDFF_PN0_   M0.clkq[1]$_SDFF_PN0_        5.62                     11
hold / removal    M0.clkq[31]$_SDFF_PN0_  M0.clkq[31]$_SDFF_PN0_        0.46                      1
setup reg to reg   M0.clkq[6]$_SDFF_PN0_   M0.clkq[1]$_SDFF_PN0_        5.62                     11
hold reg to reg   M0.clkq[31]$_SDFF_PN0_  M0.clkq[31]$_SDFF_PN0_        0.46                      1
==> metrics by stage <==
step | instances | area, um2 | hold slack [ns] | power (W)
2_1_floorplan | 640 | 5660 | 0.435 | 0.000197
3_3_place_gp | 896 | 6360 | 0.454 | 0.000210
3_5_place_dp | 896 | 6360 | 0.455 | 0.000210
4_1_cts | 904 | 6530 | 0.464 | 0.000388
5_1_grt | 904 | 6530 | 0.482 | 0.000402
6_report | 905 | 6530 | 0.459 | 0.000385
==> critical path, cell delays in order (launching register included) <==
cell     delay (ns)
dfxtp_1        0.45
and4_1         0.29
and3_1         0.23
and2_1         0.18
nand3_1        0.21
nor2_1         0.36
nand4_1        0.16
xnor2_1        0.16
or4_1          0.54
nor3_1         0.62
buf_4          0.30
nor2b_1        0.06
==> cell type report <==
cell class              count  area share [%]
multi-input cells         473            51.0
flip-flops and latches     99            30.5
repair buffers             65            9.73
well taps                 229            4.39
clock buffers               8            2.57
inverters                  30            1.72
diodes                      1          0.0383
No activity file was given, so power comes from the tool's default toggle rates.
