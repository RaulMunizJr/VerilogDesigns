<file path="/design/flow/design.v">
module clock_div (clk_in, clkscale, clk_out);
    input clk_in;
    input [31:0] clkscale;
    output reg clk_out;
    reg [31:0] clkq = 0;
    always @ (posedge clk_in) begin
   	 clkq = clkq + 1;
   	 if (clkq == clkscale) begin
   		 clk_out = ~clk_out;
   		 clkq = 0;
   	 end
    end
endmodule
module lab5part2 (CLOCK_50, KEY, HEX0);
	input CLOCK_50;
	input [0:0] KEY;
	output [6:0] HEX0;
	wire clock_10Hz;
	reg [6:0] q, q_star;
	reg [3:0] step;
	localparam [6:0]
    	a  = 7'b1111110,
    	ab = 7'b1111100,
    	b  = 7'b1111101,
    	bc = 7'b1111001,
    	c  = 7'b1111011,
    	cd = 7'b1110011,
    	d  = 7'b1110111,
    	de = 7'b1100111,
    	e  = 7'b1101111,
    	ef = 7'b1001111,
    	f  = 7'b1011111,
    	fa = 7'b1011110;
	clock_div M0 (CLOCK_50, 2500000, clock_10Hz);
	assign HEX0 = q;
	always @ (*) 
    begin
    	case (q)
        	a:  q_star = ab;
        	ab: q_star = b;
        	b:  q_star = bc;
        	bc: q_star = c;
        	c:  q_star = cd;
        	cd: q_star = d;
        	d:  q_star = de;
        	de: q_star = e;
        	e:  q_star = ef;
        	ef: q_star = f;
        	f:  q_star = fa;
        	fa: q_star = a;
    	endcase
	end
	always @ (posedge clock_10Hz, negedge KEY[0]) 
    begin
    	if (!KEY[0]) 
        begin
        	q <= a;
        	step <= 0;
    	end 
        else 
        begin
        	if (step == 9 || (step == 4 && (q == ab || q == bc || q == cd || q == de || q == ef || q == fa))) 
            begin
            	q <= q_star;
            	step <= 0;
        	end else begin
            	step <= step + 1;
        	end
    	end
	end
endmodule
</file>
<file path="/design/flow/run.sh">
#!/bin/bash
# OpenROAD 26Q1-2900-gdf79404cd8, Yosys 0.63+post, stock flow scripts
make -C /OpenROAD-flow-scripts/flow DESIGN_CONFIG=/design/flow/config.mk WORK_HOME=/design/flow/orfs finish
</file>
<file path="/design/flow/config.mk">
export PLATFORM = sky130hd
export DESIGN_NAME = lab5part2
export DESIGN_NICKNAME = lab5part2
export VERILOG_FILES = /design/flow/design.v
export SDC_FILE = /design/flow/constraint.sdc
export NUM_CORES = 4
export LEC_CHECK = 1
export CORE_UTILIZATION = 30
</file>
<file path="/design/flow/constraint.sdc">
current_design lab5part2

set clk_period 5.7
set clk_io_pct 0.2

create_clock -name clk0 -period $clk_period [get_ports {CLOCK_50}]

set non_clock_inputs [all_inputs -no_clocks]
set_input_delay [expr $clk_period * $clk_io_pct] -clock clk0 $non_clock_inputs
set_output_delay [expr $clk_period * $clk_io_pct] -clock clk0 [all_outputs]
</file>
==> metrics.csv <==
metric,value,unit
Max Slew Vio Count,0,
clock slew at reported path FFs,0.07,ns
largest net degree at the start of global routing,15,
library cells used by synthesis,56,
Mapped Avg Cell Area,8.94,sq um
yosys simple share,28.6,%
Worst Max-Slew Pin Slew,0.685,ns
cell count of the worst hold path,1,
Synth Register Bits,49,
core area,7890,sq um
1st-pass router iterations,4,
post-CTS sizing,0,
area fraction in mux cells,3.40,%
I/O Buffers,7,
status,"finished, final reports clean",
first-pass GRT wire length,8.35,mm
Hold Crit Start,M0.clkq[31],
fin cells,386,
post-layout period usage,60.8,%
Syn Inst Count,280,
Syn-to-layout area delta,10.3,%
clk latency of the worst-skew pair,0.29,ns
Die Span X,93.3,um
max-cap viol count,0,
Critical Path End Type,flip-flop,
asr flop ratio synth,20.4,%
# rows,32,
Adder Area Share,2.50,%
gpl congestion,0.829,
clock root cell,clkbuf_8,
crit path launch type,flip-flop,
CTS tree,done,
cell total in the yosys stat output,280,
total wire length,4.85,mm
crit path kind,reg2reg,
via count,2002,
WHS,0.483,ns
endpoints left unconstrained,22,
Init Core Util,31.7,%
Peak VDD IR,151,uV
die footprint,8710,sq um
placed instance count,378,
Synth top cell by count,dfxtp_1,
post-layout util,35.0,%
TNS Setup,0,ns
"top cells, area","dfxtp_1 26%, xnor2_1 7.7%, dfstp_2 5.3%",
P_leak,1.07,nW
tool warnings,28,
"Chip Area, Yosys",2500,sq um
initial antenna violation count,0,
overall routing resource usage,12.0,%
Critical R2R Capture,M0.clkq[7],
register pins left without a clock,16,
drt initial violations,152,
CP Max Fanout,10,
worst reg2reg path depth,8,
clk buf depth,2,
Yosys warnings,2,
Worst Hold Class,reg2reg,
r2r setup slk,2.23,ns
Max H-tree Level,2,
"Compound Share, Synth",9.25,%
vias per cell,5.19,
Final Instance Area,2760,sq um
Overflow after GRT,0,
DP Area,2660,sq um
Largest logic family,simple AND/OR/NAND/NOR gates,
pwr/cell area,155,nW/um^2
# IOs,9,
crit path time final,3.47,ns
top_reg_cell synth,dfxtp_1,
FF-to-FF Start,M0.clkq[0],
RSZ-0062 raised after global routing,false,
ant diodes,0,
fmax,0.288,GHz
Die Height,93.3,um
Power Total,0.428,mW
DP HPWL,3.48,mm
Syn Std Cell Area,2500,sq um
Top-area cell share,25.6,%
Crit path arrival time,3.61,ns
Post-synth top cells,"32 x dfxtp_1, 31 x nor2_1, 23 x nand2_1",
cts bufs inserted,5,
"worst slack, placed",2.28,ns
final-report hold violation count,0,
"EDFF count, synth",1,
final worst-path setup slack,2.23,ns
Relative slew margins,53.9,%
Post-CTS Setup Bufs,0,
number of global-route vias before repair,1756,
Clock Skew,0.0105,ns
layout cells sized above 1,7.75,%
Final ANT Viol Nets,0,
Avg WL per Cell,12.6,um
post-synth top area cell,dfxtp_1,
"Hold-fix buffers, CTS",0,
drt drc,0,
Final setup viols,0,
"Endpoint, Worst Hold",M0.clkq[31],
xor/xnor share,11.5,%
worst endpoint required time,5.85,ns
-- logic make-up after synthesis --
logic type,count (synthesis)
adder cells (fa/ha/maj),5
multiplexers,8
flip-flops,43
AND/OR/NAND/NOR,128
XOR/XNOR,33
latches,6
other,1
buffers and inverters,25
AND-OR/OR-AND,31
-- routing by layer --
metal	vias to the layer above	share of wire [%]	global-route usage [%]
met1	946	51	19.8
met5	-	0	0
met2	45	43	17.5
met4	0	0.66	1.03
li1	1006	-	-
met3	5	5.3	1.90
-- flip-flops by register name, summed over array words and instances (netlist names) --
register	count
M0.clkq	32
q	6
q_star	6
step	4
M0.clk_out	1
-- cell type report --
cell class	instances	area, sq um
Timing Repair Buffer	8	77.6
Tap cell	102	128
Clock buffer	7	96.3
Clock inverter	1	5.00
Sequential cell	49	1020
Inverter	13	48.8
Multi-Input combinational cell	206	1390
Fill cell	785	5130
-- critical path, stage by stage, from the launching register on --
cell and delay [ns]:
dfxtp_1 0.49, ha_1 0.36, and2_1 0.20, nand4_1 0.31
nor4_1 0.41, xor2_1 0.13, or4b_2 0.74, nor4b_4 0.59
nor2_1 0.10
-- how the worst max path moves through the flow --
stage                  to  slack (ns)        from  cells after the start
finish         M0.clkq[7]        2.23  M0.clkq[0]                      8
global route  M0.clkq[13]        1.86  M0.clkq[0]                      8
CTS            M0.clkq[7]        2.23  M0.clkq[0]                      8
-- where the power goes --
| part | switching (mW) | total, mW | internal (mW) |
|---|---|---|---|
| combinational | 0.00134 | 0.00194 | 0.000604 |
| clock | 0.0851 | 0.194 | 0.109 |
| sequential | 0 | 0.232 | 0.232 |
-- cells in the final DEF (no fill, tap or decap), types with 3 or more instances in the layout --
master / n
mux2_2: 4
and2_1: 6
nand2_1: 23
ha_1: 5
clkdlybuf4s50_1: 7
nand3_1: 19
xor2_1: 11
mux2i_1: 4
dlxtn_1: 6
dfstp_2: 5
nor4_1: 5
dfrtp_1: 5
and3_1: 6
o21ai_0: 4
nand4_1: 15
or4_1: 3
a21oi_1: 4
o41ai_1: 3
dfxtp_1: 32
nor2_1: 31
xnor2_1: 22
inv_1: 13
clkbuf_8: 7
nor3_1: 3
o31ai_1: 3
Power figures rest on the tool's default switching activity, not on a simulated workload.
